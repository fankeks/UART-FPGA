### /design/flow/config.mk
export PLATFORM = sky130hd
export DESIGN_NAME = uart_rx_writer
export DESIGN_NICKNAME = uart_rx_writer
export VERILOG_FILES = /design/flow/design.v
export SDC_FILE = /design/flow/constraint.sdc
export NUM_CORES = 4
export LEC_CHECK = 1
export CORE_UTILIZATION = 30
### /design/flow/constraint.sdc
current_design uart_rx_writer

set clk_period 7.6
set clk_io_pct 0.2

create_clock -name clk0 -period $clk_period [get_ports {clk}]

set non_clock_inputs [all_inputs -no_clocks]
set_input_delay [expr $clk_period * $clk_io_pct] -clock clk0 $non_clock_inputs
set_output_delay [expr $clk_period * $clk_io_pct] -clock clk0 [all_outputs]
### /design/flow/design.v
module uart_rx_writer
# ( parameter clk_mhz = 50,
              boadrate = 9600
)
(
    input clk,
    input rst,
    input rx,
    output logic [7:0] data,
    output logic valid
);
    localparam scale = clk_mhz * 1000 * 1000 / boadrate;
    typedef enum bit { 
        WAIT   = 1'b0,
        READ   = 1'b1
    } states;
    states state, next_state;
    always_ff @ (posedge clk) begin
        if (rst)
            state <= WAIT;
        else
            state <= next_state;
    end
    logic [31:0] cnt;
    wire enable;
    logic [3:0] read_bit;
    wire read_stop_bit;
    always_ff @ (posedge clk) begin
        if (rst | (state == WAIT))
            cnt <= scale - 'b1 + scale / 2;
        else
            if (enable)
                cnt <= scale - 'b1;
            else
                cnt <= cnt - 'b1;
    end
    assign enable = (cnt == '0);
    always_ff @ (posedge clk) begin
        if (rst | (state == WAIT))
            read_bit <= '0;
        else
            if (enable)
                if (read_stop_bit) read_bit <= '0;
                else               read_bit <= read_bit + 'b1;
    end
    assign read_stop_bit = (read_bit >= 'd9);
    always_comb begin
        next_state = state;
        case (state)
            WAIT             : if (~rx) next_state = READ;
            READ             : if (read_stop_bit) next_state = WAIT;
            default          : next_state = state;
        endcase
    end
    logic [7:0] parallel_data;
    always_ff @ (posedge clk) begin
        if  (enable)
                parallel_data[read_bit] <= rx;
    end
    always_comb begin
        case (state)
            WAIT    : begin 
                        valid = 'b1; 
                        data  = parallel_data; 
                    end
            READ    : begin 
                        valid = (read_bit >= 'd8) ? 'b1 : 'b0;
                        data  = parallel_data; 
                    end
            default : begin 
                        valid = 1'b0;
                        data  = parallel_data; 
                    end
        endcase
    end
endmodule
### /design/flow/run.sh
#!/bin/bash
# OpenROAD 26Q1-2900-gdf79404cd8, Yosys 0.63+post, stock flow scripts
make -C /OpenROAD-flow-scripts/flow DESIGN_CONFIG=/design/flow/config.mk WORK_HOME=/design/flow/orfs finish
==> run summary <==
status = completed
synthesized area per cell = 8.95 um2
sw power = 0.0894 mW
Die Y = 87.8 um
drt pass-1 iters = 5
leakage power = 0.844 nW
Placed Instance Area = 0.00241 mm2
nature of the critical path startpoint = register
die area = 0.00772 mm2
# rows = 30
Routed WL = 4050 um
initial antenna violation count = 0
f_max = 0.301 GHz
Hold Buf Count CTS = 0
CTS tree = done
Yosys chip area = 0.00221 mm2
PwrDens = 163 mW/mm2
period utilization = 0.437
Synth top area share = 0.335
CTS clk-pin slew, worst paths = 0.09 ns
vias after detailed routing = 1,711
post-DR wirelength/cell = 11.4 um
CTS Buf Count = 5
Required @ worst endpoint = 7.74 ns
maximum fanout along the worst path = 22
Max Cap Viol = 0
overall power = 0.410 mW
Layout Cells excl Fill = 356
Iteration-0 DRC Markers = 78
I/O Pins = 12
number of synthesized register bits = 45
Worst Tran Pin Value = 0.870 ns
Latency at later pin = 0.30 ns
final worst setup slack = 4.28 ns
VDD IR-drop max = 55.6 uV
HP Class = register to register
Fin. Hold Viols = 0
CP Capture Type = register
final core occ = 0.361
Hold Path Sink = cnt[0]$_SDFF_PP1_
Seq share, synth = 0.444
H-tree depth = 2
core region area = 0.00694 mm2
RSZ-0062 raised after global routing = no
drc violations = 0
Combinational Area = 0.00118 mm2
yosys cell count = 247
sequential share of power = 0.595
vias per inst = 4.81
RR Endpoint = read_bit[0]$_SDFFE_PP0P_
Gate Count Post-Synth = 247
Clock power frac = 0.379
Die Span X = 87.8 um
OpenROAD warnings = 31
Flop area = 981 um2
fin crit period = 3.32 ns
CTS Root Cell = clkbuf_8
Post-CTS Resized = 0
most frequent cells in the layout = 40 x nor2_1, 37 x dfxtp_1, 24 x nand2_1
cell area after synthesis = 0.00221 mm2
DPL Wire Length = 2800 um
most frequent logic cell in the layout = nor2_1
Yosys top cell by area = dfxtp_1
Design Area, Final = 0.00251 mm2
Synth cell types = 41
skew final = 0.0129 ns
Area growth, synth to finish = 13.5%
Int Power = 0.320 mW
Post CTS Setup Buffer Count = 0
Synth area leaders = dfxtp_1 34%, edfxtp_1 11%, nor2_1 6.8%, xor2_1 5.5%, ha_1 4.5%
largest net degree at the start of global routing = 23
vias in the first global route = 1,529
Net Sw Frac = 0.218
Pins Over Slew Limit = 0
gr usage total = 0.116
clock sinks = 45
Setup TNS = 0 ns
Hold Crit Start = cnt[0]$_SDFF_PP1_
final antenna-violating net count = 0
r2r worst-path depth = 5
FP Core Util = 0.318
Setup CP Type = register to register
GP Congestion = 0.818
CP Data Arrival Time = 3.46 ns
I/O Buffers = 11
slew margin rel. = 0.416
Worst Hold Depth = 1
r2r setup slk = 4.28 ns
Setup-failing EPs final = 0
Synth warnings = 1
Fin Hold WS = 0.411 ns
pre-CTS setup slack = 4.26 ns
Comb pwr share = 0.027
layout cells sized above 1 = 0.0577
Reg-to-Reg Start = cnt[5]$_SDFF_PP0_
layout filler cell count = 703
global-route wire length before repair = 7030 um
Placed Cells incl. Taps = 348
CTS max path bufs = 2
# diodes = 0
Overflow after GRT = 0
==> power groups by stage <==
stage	clock network (mW)	registers (mW)	logic, mW
finish	0.155	0.244	0.0109
global route	0.172	0.244	0.0126
CTS	0.162	0.244	0.0111
==> registers in the layout (all words and copies together) (netlist names) <==
signal,cells
cnt,32
parallel_data,8
read_bit,4
state,1
==> cell usage after synthesis <==
master     count
a22oi_1        1
edfxtp_1       8
and4b_1        1
xor2_1        14
o2bb2ai_1      1
nand4_1        5
mux2_2         2
dfxtp_1       37
nand3b_1       1
nand4b_1       2
buf_2          4
o21ai_0        9
o22ai_1        1
a32o_1         2
a41o_1         2
nor3b_1        1
and3_1         3
a21oi_1        6
mux2i_1        1
nand2_1       24
a31oi_1        1
nand2b_1       6
nor3_1        12
nor2b_1        5
o31ai_1        2
and2_1         1
nor4_1         7
a211oi_1       1
nor4_4         1
nand4_2        1
xnor2_1       11
a21boi_0       2
nand3_1        9
a22o_1         2
inv_1          6
or4_4          1
nor2_1        40
ha_1           8
clkbuf_1       2
or2_2          2
or4_1          2
==> worst max-delay path by stage <==
stage                 depth (start not counted)  slack [ns]                       end         startpoint
after global routing                          5        3.99  read_bit[0]$_SDFFE_PP0P_  cnt[5]$_SDFF_PP0_
after CTS                                     5        4.22  read_bit[0]$_SDFFE_PP0P_  cnt[5]$_SDFF_PP0_
final                                         5        4.28  read_bit[0]$_SDFFE_PP0P_  cnt[5]$_SDFF_PP0_
==> layout make-up <==
cell class,count,area share
Timing Repair Buffer,11,0.0439
Inverter,6,0.00897
Clock buffer,6,0.0329
Clock inverter,2,0.00548
Sequential cell,45,0.391
Multi-Input combinational cell,190,0.470
Tap cell,96,0.0479
==> worst max-delay path, stage by stage (launching register included) <==
cell,delay (ns)
dfxtp_1,0.35
or4_4,0.56
nor4_4,0.66
and3_1,0.69
nand2b_1,0.73
o21ai_0,0.17
==> metal layers <==
metal  GRT usage  wire [um]  part of all wire  vias up
met2       0.167       1700              0.42       17
met1       0.190       2170              0.54      801
met4      0.0119         49             0.012        0
met5           0          0                 0        -
met3      0.0229        128             0.032        7
li1            -          -                 -      886
==> cell families after synthesis <==
family,Yosys count,synth area share
AND-OR/OR-AND,30,0.0900
XOR/XNOR,25,0.0990
adder cells (fa/ha/maj),8,0.0453
buffers and inverters,12,0.0226
flip-flops,45,0.444
multiplexers,3,0.0147
AND/OR/NAND/NOR,124,0.285
Power and IR drop assume default switching activity.
