## flow/config.mk

```make
export PLATFORM = sky130hd
export DESIGN_NAME = uart_tx_writer
export DESIGN_NICKNAME = uart_tx_writer
export VERILOG_FILES = /design/flow/design.v
export SDC_FILE = /design/flow/constraint.sdc
export NUM_CORES = 4
export LEC_CHECK = 1
export CORE_UTILIZATION = 40
```

## flow/constraint.sdc

```tcl
current_design uart_tx_writer

set clk_period 9.6
set clk_io_pct 0.2

create_clock -name clk0 -period $clk_period [get_ports {clk}]

set non_clock_inputs [all_inputs -no_clocks]
set_input_delay [expr $clk_period * $clk_io_pct] -clock clk0 $non_clock_inputs
set_output_delay [expr $clk_period * $clk_io_pct] -clock clk0 [all_outputs]
```

## flow/run.sh

```bash
#!/bin/bash
# OpenROAD 26Q1-2900-gdf79404cd8, Yosys 0.63+post, stock flow scripts
make -C /OpenROAD-flow-scripts/flow DESIGN_CONFIG=/design/flow/config.mk WORK_HOME=/design/flow/orfs finish
```

## flow/design.v

```verilog
module uart_tx_writer
# ( parameter clk_mhz = 50,
              boadrate = 9600
)
(
    input clk,
    input rst,
    input valid,
    input [7:0] data,
    output logic wait_signal,  
    output logic tx
);
    localparam scale = clk_mhz * 1000 * 1000 / boadrate;
    typedef enum bit { 
        READY_TO_LOAD   = 1'b0,  
        OUTPUT = 1'b1            
    } states;
    states state, next_state;
    always_ff @ (posedge clk) begin
        if (rst)
            state <= READY_TO_LOAD;
        else
            state <= next_state;
    end
    logic [31:0] cnt;
    wire enable;
    logic [3:0] output_bit;
    wire output_stop_bit;
    always_ff @ (posedge clk) begin
        if (rst | (state == READY_TO_LOAD))
            cnt <= scale - 'b1;
        else
            if (enable)
                cnt <= scale - 'b1;
            else
                cnt <= cnt - 'b1;
    end
    assign enable = (cnt == '0);
    always_ff @ (posedge clk) begin
        if (rst | (state == READY_TO_LOAD))
            output_bit <= 'b0;
        else
            if (enable)
                if (output_stop_bit)
                    output_bit <= 'b0;
                else
                    output_bit <= output_bit + 'b1;
    end
    assign output_stop_bit = (output_bit >= 'd10);
    always_comb begin
        next_state = state;
        case (state)
            READY_TO_LOAD    : if (valid) next_state = OUTPUT;
            OUTPUT           : if (output_stop_bit) next_state = READY_TO_LOAD;
            default          : next_state = state;
        endcase
    end
    logic [7:0] data_register;
    always_ff @ (posedge clk)
        if (valid & (~wait_signal))
            data_register <= data;
    wire [10:0] data_output = {1'b1, 1'b1, data_register, 1'b0};
    always_comb begin
        case (state)
            READY_TO_LOAD : begin 
                                wait_signal = 1'b0; 
                                tx = 1'b1; 
                            end
            OUTPUT        : begin 
                                wait_signal = 'b1;
                                tx = data_output[output_bit]; 
                            end
            default       : begin 
                                wait_signal = 1'b0; 
                                tx = 1'b1; 
                            end
        endcase
    end
endmodule
```

==> summary.json <==
{
  "std_cell_rows": 25,
  "max-clock-path-buffers": 2,
  "achievable-frequency_mhz": 253,
  "floorplan.core_util": 0.419,
  "areaGrowthSynthToFinish_pct": 14.4,
  "hold_path_class": "reg -> reg",
  "postRouteAntennaNets": 0,
  "die_height_um": 72.6,
  "detailed_route_drc_error_count": 0,
  "syn-mean-instance-area_um2": 9.59,
  "tritoncts.num_buffers": 5,
  "timing.hold.ws_ns": 0.440,
  "status": "complete, no violations",
  "dr_total_vias": 1472,
  "data_arrival_time_of_the_critical_path_ns": 2.03,
  "critPathMaxFanout": 9,
  "synth_area_mm2": 0.00199,
  "synth-edff-count": 8,
  "synth_top_cell_by_area": "sky130_fd_sc_hd__dfxtp_1",
  "power.share.sequential": 0.589,
  "clk_pin_slew_ns": 0.09,
  "crit_type": "reg -> out",
  "grt_antenna_before_repair": 0,
  "power.leakage_nw": 0.737,
  "synthesis.instances": 208,
  "synth-cells-yosys": 208,
  "required_ns": 7.68,
  "clock_tree_from_tritoncts": "yes",
  "yosysWarnings": 1,
  "gp_weighted_congestion": 0.762,
  "final-hold-violation-count": 0,
  "ctsHoldBuffers": 0,
  "grt.total_usage": 0.143,
  "grt_setup_unrepaired": "false",
  "netlist.area_leader.share": 0.371,
  "period_minus_slack_ns": 3.95,
  "skew_ns": 0.00916,
  "initialDrtViolationCount": 74,
  "pwrdens_mw_per_mm2": 146,
  "yosys.stat.seqShare": 0.492,
  "cts.repair_timing.setup_buffer_count": 0,
  "design.core.area_mm2": 0.00475,
  "synthDistinctLibCells": 36,
  "cts-htree-levels": 2,
  "grt-ovfl-total": 0,
  "yosys-stat-area_mm2": 0.00199,
  "fillerInstances": 467,
  "final-max-slew-violation-count": 0,
  "report.final.setup_viol": 0,
  "switching_share": 0.217,
  "timing.final.crit_share": 0.412,
  "ys_top_cells_by_area": "sky130_fd_sc_hd__dfxtp_1 (37%), sky130_fd_sc_hd__edfxtp_1 (12%), sky130_fd_sc_hd__xor2_1 (6.6%), sky130_fd_sc_hd__nor2_1 (6.2%), sky130_fd_sc_hd__a21oi_1 (3.0%)",
  "clock.latency.late_pin_ns": 0.30,
  "top_cells_by_count_synth": "sky130_fd_sc_hd__dfxtp_1 (37), sky130_fd_sc_hd__nor2_1 (33), sky130_fd_sc_hd__xor2_1 (15), sky130_fd_sc_hd__nand2_1 (13), sky130_fd_sc_hd__a21oi_1 (12)",
  "wl_per_cell_um": 11.5,
  "cts_repair_resize_count": 0,
  "critical_path.endpoint_type": "output port",
  "synthMostInstantiatedCell": "sky130_fd_sc_hd__dfxtp_1",
  "utilization": 0.480,
  "timing.max_cap.violations": 0,
  "worst_pin_slew_ns": 0.818,
  "ports": 13,
  "setup_tns_ns": 0,
  "vias_per_cell": 5.09,
  "maxSlewHeadroom": 0.453,
  "hpwlAfterDp_mm": 2.19,
  "numClockSinks": 45,
  "pin_count_of_the_biggest_net_entering_global_routing": 25,
  "drt-total-wl_mm": 3.32,
  "share_comb_of_total_power": 0.031,
  "wire_length_of_the_first_global_routing_pass_mm": 5.84,
  "chipWidth_um": 72.6,
  "critPathLaunchType": "register",
  "clk_root_buffer_cell": "sky130_fd_sc_hd__clkbuf_8",
  "dr.pass1.iters": 4,
  "warning_count": 26,
  "first_global_vias": 1334,
  "clockPowerShare": 0.379,
  "die_footprint_mm2": 0.00527,
  "portBuffers": 12,
  "num_antenna_cells": 0,
  "synth_flops": 45,
  "max-vdd-ir-drop_uv": 80.0,
  "synth-async-reset-ratio": 0,
  "internal_power_w": 0.000260,
  "proportion_of_layout_cells_with_a_drive_suffix_above_1": 0.0811,
  "flop_cell": "sky130_fd_sc_hd__dfxtp_1",
  "switchingPower_w": 0.0000723
}
cells in the final DEF, fill, tap and decap left out, types with 2 or more instances in the layout:
| cell | n |
|---|---|
| sky130_fd_sc_hd__nand4_1 | 5 |
| sky130_fd_sc_hd__or4b_1 | 2 |
| sky130_fd_sc_hd__nand3_1 | 10 |
| sky130_fd_sc_hd__nand2_1 | 13 |
| sky130_fd_sc_hd__buf_4 | 3 |
| sky130_fd_sc_hd__nor4_1 | 3 |
| sky130_fd_sc_hd__o31ai_1 | 2 |
| sky130_fd_sc_hd__nor3_1 | 9 |
| sky130_fd_sc_hd__xor2_1 | 15 |
| sky130_fd_sc_hd__ha_1 | 3 |
| sky130_fd_sc_hd__edfxtp_1 | 8 |
| sky130_fd_sc_hd__xnor2_1 | 6 |
| sky130_fd_sc_hd__clkbuf_8 | 6 |
| sky130_fd_sc_hd__nor2b_1 | 3 |
| sky130_fd_sc_hd__clkdlybuf4s50_1 | 12 |
| sky130_fd_sc_hd__nand3b_1 | 4 |
| sky130_fd_sc_hd__inv_1 | 3 |
| sky130_fd_sc_hd__dfxtp_1 | 37 |
| sky130_fd_sc_hd__or3_1 | 5 |
| sky130_fd_sc_hd__a21oi_1 | 12 |
| sky130_fd_sc_hd__nor2_1 | 33 |
| sky130_fd_sc_hd__or4_1 | 6 |
| sky130_fd_sc_hd__o21ai_0 | 6 |
path summary, 6_finish.rpt:
check,depth (start not counted),endpoint,slack (ns),from
max,4,tx,5.65,output_bit[0]
min reg2reg,1,cnt[0],0.44,cnt[0]
max reg2reg,8,cnt[16],7.02,cnt[0]
min,1,cnt[0],0.44,cnt[0]
power by group through the flow:
| stage | Combinational (W) | Sequential, W | Clock (W) |
|---|---|---|---|
| 6_report | 0.0000103 | 0.000196 | 0.000126 |
| 5_1_grt | 0.0000116 | 0.000196 | 0.000137 |
| 4_1_cts | 0.0000105 | 0.000196 | 0.000132 |
cells by family (layout without fill, tap and decap cells):
logic type / after synthesis / in the layout / share of synthesized area
and+or+nand+nor: 102 / 102 / 0.291
DFF: 45 / 45 / 0.492
AOI/OAI and AO/OA: 24 / 24 / 0.0696
xor gates and xnor gates: 21 / 21 / 0.0922
buffers and inverters: 12 / 26 / 0.0251
adders and majority gates: 3 / 3 / 0.0188
muxes: 1 / 1 / 0.0113
through the flow:
| stage | std cells | setup slack [ns] | area, um2 | power (W) |
|---|---|---|---|---|
| CTS | 289 | 5.63 | 2280 | 0.000338 |
| global placement | 281 | 6.00 | 2180 | 0.000211 |
| floorplan | 208 | 6.38 | 1990 | 0.000204 |
| finish | 289 | 5.65 | 2280 | 0.000332 |
| global route | 289 | 5.55 | 2280 | 0.000345 |
| detailed placement | 281 | 5.96 | 2180 | 0.000211 |
layer usage:
| metal | wire (um) | global-route usage | up-vias |
|---|---|---|---|
| met1 | 1710 | 0.227 | 687 |
| li1 | - | - | 766 |
| met5 | 0 | 0 | - |
| met4 | 65 | 0.0196 | 0 |
| met3 | 87 | 0.0280 | 6 |
| met2 | 1450 | 0.218 | 13 |
state kept, by name, indices dropped and copies added (netlist names):
name           flops
data_register      8
cnt               32
output_bit         4
state              1
cell type report:
class / instances / area (um2) / share of cell area
Tap cell: 67 / 83.8 / 0.0367
Multi-Input combinational cell: 151 / 963 / 0.422
Clock inverter: 2 / 17.5 / 0.00768
Clock buffer: 6 / 82.6 / 0.0362
Sequential cell: 45 / 981 / 0.430
Timing Repair Buffer: 15 / 143 / 0.0625
Inverter: 3 / 11.3 / 0.00493
worst max-delay path: stages (launching register included):
cell and delay (ns):
sky130_fd_sc_hd__dfxtp_1 0.50, sky130_fd_sc_hd__mux4_2 0.54, sky130_fd_sc_hd__a21oi_1 0.16, sky130_fd_sc_hd__o221ai_1 0.12, sky130_fd_sc_hd__clkdlybuf4s50_1 0.42
No activity file was given, so power comes from the tool's default toggle rates.
